### flow/run.sh
#!/bin/bash
# OpenROAD 26Q1-2900-gdf79404cd8, Yosys 0.63+post, stock flow scripts
make -C /OpenROAD-flow-scripts/flow DESIGN_CONFIG=/design/flow/config.mk WORK_HOME=/design/flow/orfs finish
### flow/config.mk
export PLATFORM = sky130hd
export DESIGN_NAME = lsu
export DESIGN_NICKNAME = lsu
export VERILOG_FILES = /design/flow/design.v
export SDC_FILE = /design/flow/constraint.sdc
export NUM_CORES = 4
export LEC_CHECK = 1
export CORE_UTILIZATION = 40
export SYNTH_MEMORY_MAX_BITS = 65536
### flow/constraint.sdc
current_design lsu

set clk_period 143.9
set clk_io_pct 0.2

create_clock -name clk0 -period $clk_period [get_ports {clk_i}]

set non_clock_inputs [all_inputs -no_clocks]
set_input_delay [expr $clk_period * $clk_io_pct] -clock clk0 $non_clock_inputs
set_output_delay [expr $clk_period * $clk_io_pct] -clock clk0 [all_outputs]
### flow/design.v
module full_subtractor(
	input logic a_i, b_i, c_i,
	output logic d_o, b_o
	);
	assign d_o = a_i ^ b_i ^ c_i;
	assign b_o = ((~a_i) & (b_i ^ c_i)) | (b_i & c_i);
endmodule
module lsu(  
	input logic [31:0] addr_i, dataW_i,
	input logic MemRW_i,
	input logic clk_i,
	input logic rst_ni,
	input logic [31:0] io_sw_i,
	input logic mem_req_valid_i,
	output logic [31:0] dataR_o,
	output logic [31:0] io_lcd_o,
	output logic [31:0] io_ledr_o,
	output logic [31:0] io_ledg_o,
	output logic [31:0] io_hex0_o,
	output logic [31:0] io_hex1_o,
	output logic [31:0] io_hex2_o,
	output logic [31:0] io_hex3_o,
	output logic [31:0] io_hex4_o,
	output logic [31:0] io_hex5_o,
	output logic [31:0] io_hex6_o,
	output logic [31:0] io_hex7_o,
	output logic Valid_memory2cache_o
	);
	logic [31:0] mem [512];  
	logic input_region;
	logic output_region;
	logic data_region;
	logic [31:0] temp1, temp2, temp3;
	set_less_than_unsign SLTU0(
		.rs1_i(addr_i),
		.rs2_i(32'd256),
		.rd_o(temp1)
		);
	set_less_than_unsign SLTU1(
		.rs1_i(addr_i),
		.rs2_i(32'd320),
		.rd_o(temp2)
		);
	set_less_than_unsign SLTU2(
		.rs1_i(addr_i),
		.rs2_i(32'd384),
		.rd_o(temp3)
		);
	assign input_region = (temp2 == 32'b0 & temp3 == 32'b1) ? 1'b1 : 1'b0;
	always_ff @(posedge clk_i) begin
		if (MemRW_i & (~input_region) & (mem_req_valid_i)) mem[addr_i] <= dataW_i;
	end
	assign Valid_memory2cache_o = (rst_ni == 1'b0) ? 1'b0 : 1'b1;
	assign dataR_o = (rst_ni == 1'b0 | mem_req_valid_i == 1'b0) ? 32'b0 : (input_region) ? {{15{1'b0}}, io_sw_i[16:0]} : mem[addr_i];
	assign io_hex0_o = mem[256];
	assign io_hex1_o = mem[257];
	assign io_hex2_o = mem[258];
	assign io_hex3_o = mem[259];
	assign io_hex4_o = mem[260];
	assign io_hex5_o = mem[261];
	assign io_hex6_o = mem[262];
	assign io_hex7_o = mem[263];
	assign io_ledr_o = mem[264];
	assign io_ledg_o = mem[265];
	assign io_lcd_o = mem[266];
endmodule
module set_less_than_unsign(
	input logic [31:0] rs1_i, rs2_i,
	output logic [31:0] rd_o
	);
	logic [31:0] dif;
	logic overf;
	subtractor_32bit S0(rs1_i, rs2_i, dif, overf);
	assign rd_o = {{31{1'b0}}, overf};
endmodule
module subtractor_32bit(
	input logic [31:0] a_i, b_i,
	output logic [31:0] d_o,
	output logic b_o
	);
	logic [32:0] temp;
	assign temp[0] = 1'b0;
	full_subtractor S0(.a_i(a_i[0]), .b_i(b_i[0]), .c_i(temp[0]), .d_o(d_o[0]), .b_o(temp[1]));
	full_subtractor S1(.a_i(a_i[1]), .b_i(b_i[1]), .c_i(temp[1]), .d_o(d_o[1]), .b_o(temp[2]));
	full_subtractor S2(.a_i(a_i[2]), .b_i(b_i[2]), .c_i(temp[2]), .d_o(d_o[2]), .b_o(temp[3]));
	full_subtractor S3(.a_i(a_i[3]), .b_i(b_i[3]), .c_i(temp[3]), .d_o(d_o[3]), .b_o(temp[4]));
	full_subtractor S4(.a_i(a_i[4]), .b_i(b_i[4]), .c_i(temp[4]), .d_o(d_o[4]), .b_o(temp[5]));
	full_subtractor S5(.a_i(a_i[5]), .b_i(b_i[5]), .c_i(temp[5]), .d_o(d_o[5]), .b_o(temp[6]));
	full_subtractor S6(.a_i(a_i[6]), .b_i(b_i[6]), .c_i(temp[6]), .d_o(d_o[6]), .b_o(temp[7]));
	full_subtractor S7(.a_i(a_i[7]), .b_i(b_i[7]), .c_i(temp[7]), .d_o(d_o[7]), .b_o(temp[8]));
	full_subtractor S8(.a_i(a_i[8]), .b_i(b_i[8]), .c_i(temp[8]), .d_o(d_o[8]), .b_o(temp[9]));
	full_subtractor S9(.a_i(a_i[9]), .b_i(b_i[9]), .c_i(temp[9]), .d_o(d_o[9]), .b_o(temp[10]));
	full_subtractor S10(.a_i(a_i[10]), .b_i(b_i[10]), .c_i(temp[10]), .d_o(d_o[10]), .b_o(temp[11]));
	full_subtractor S11(.a_i(a_i[11]), .b_i(b_i[11]), .c_i(temp[11]), .d_o(d_o[11]), .b_o(temp[12]));
	full_subtractor S12(.a_i(a_i[12]), .b_i(b_i[12]), .c_i(temp[12]), .d_o(d_o[12]), .b_o(temp[13]));
	full_subtractor S13(.a_i(a_i[13]), .b_i(b_i[13]), .c_i(temp[13]), .d_o(d_o[13]), .b_o(temp[14]));
	full_subtractor S14(.a_i(a_i[14]), .b_i(b_i[14]), .c_i(temp[14]), .d_o(d_o[14]), .b_o(temp[15]));
	full_subtractor S15(.a_i(a_i[15]), .b_i(b_i[15]), .c_i(temp[15]), .d_o(d_o[15]), .b_o(temp[16]));
	full_subtractor S16(.a_i(a_i[16]), .b_i(b_i[16]), .c_i(temp[16]), .d_o(d_o[16]), .b_o(temp[17]));
	full_subtractor S17(.a_i(a_i[17]), .b_i(b_i[17]), .c_i(temp[17]), .d_o(d_o[17]), .b_o(temp[18]));
	full_subtractor S18(.a_i(a_i[18]), .b_i(b_i[18]), .c_i(temp[18]), .d_o(d_o[18]), .b_o(temp[19]));
	full_subtractor S19(.a_i(a_i[19]), .b_i(b_i[19]), .c_i(temp[19]), .d_o(d_o[19]), .b_o(temp[20]));
	full_subtractor S20(.a_i(a_i[20]), .b_i(b_i[20]), .c_i(temp[20]), .d_o(d_o[20]), .b_o(temp[21]));
	full_subtractor S21(.a_i(a_i[21]), .b_i(b_i[21]), .c_i(temp[21]), .d_o(d_o[21]), .b_o(temp[22]));
	full_subtractor S22(.a_i(a_i[22]), .b_i(b_i[22]), .c_i(temp[22]), .d_o(d_o[22]), .b_o(temp[23]));
	full_subtractor S23(.a_i(a_i[23]), .b_i(b_i[23]), .c_i(temp[23]), .d_o(d_o[23]), .b_o(temp[24]));
	full_subtractor S24(.a_i(a_i[24]), .b_i(b_i[24]), .c_i(temp[24]), .d_o(d_o[24]), .b_o(temp[25]));
	full_subtractor S25(.a_i(a_i[25]), .b_i(b_i[25]), .c_i(temp[25]), .d_o(d_o[25]), .b_o(temp[26]));
	full_subtractor S26(.a_i(a_i[26]), .b_i(b_i[26]), .c_i(temp[26]), .d_o(d_o[26]), .b_o(temp[27]));
	full_subtractor S27(.a_i(a_i[27]), .b_i(b_i[27]), .c_i(temp[27]), .d_o(d_o[27]), .b_o(temp[28]));
	full_subtractor S28(.a_i(a_i[28]), .b_i(b_i[28]), .c_i(temp[28]), .d_o(d_o[28]), .b_o(temp[29]));
	full_subtractor S29(.a_i(a_i[29]), .b_i(b_i[29]), .c_i(temp[29]), .d_o(d_o[29]), .b_o(temp[30]));
	full_subtractor S30(.a_i(a_i[30]), .b_i(b_i[30]), .c_i(temp[30]), .d_o(d_o[30]), .b_o(temp[31]));
	full_subtractor S31(.a_i(a_i[31]), .b_i(b_i[31]), .c_i(temp[31]), .d_o(d_o[31]), .b_o(temp[32]));
	assign b_o = temp[32];
endmodule
==> Slide: Implementation Results <==
Flow Results at a Glance

Setup path
  • CP startpoint kind: input port
  • Worst Setup EP: dataR_o[31]
  • Crit Path Class: input port to output port
  • Critical path endpoint category: output port
  • Crit path launch: addr_i[1]
  • Crit path DRT: 115.12 ns
  • Worst EP arrival: 37.63 ns
  • Crit-path max FO: 91

Detailed routing
  • Drc violations: 0
  • DRT iter0 DRCs: 21,290
  • Routed via count: 296,200
  • WL final: 1919 mm
  • DR vias/cell: 5.790
  • Routed Antenna Nets: 0
  • Wire length per cell: 37.50 µm
  • DRT Pass-1 Iters: 5

Power and ir drop
  • P per Cell Area: 13.78 mW/mm²
  • Max VDD drop: 0.01129 mV
  • Leak pwr: 220.1 nW

Logic synthesis
  • Yosys chip area: 0.6260 mm²
  • Number of enable flip-flop cells: 16,380
  • Async set-reset flop share out of synthesis: 0%
  • Mapped Cells: 26,000
  • Post-synth seq share: 78.59%
  • Ys Warns: 1
  • Synth Cell Area: 0.6260 mm²
  • Netlist cell types: 71
  • # Cells Yosys: 26,000
  • Main synth FF type: edfxtp_1
  • Syn Area/Cell: 24.08 µm²
  • Post-synth regs: 16,380

Floorplanning
  • DIE WIDTH: 1.253 mm
  • Ports: 485
  • Die Size: 1.570 mm²
  • # rows: 459
  • Core Util at FP: 40.10%
  • Core area: 1.561 mm²
  • Die Ht: 1.253 mm

Timing
  • Total negative slack: 0 ns
  • Final hold vios: 0
  • Worst setup margin: 77.49 ns
  • Final tally of setup violations: 0
  • Fmax: 15.06 MHz
  • Post-route minimum period: 66.41 ns
  • RSZ-0062 raised after global routing: no
  • Post-layout period usage: 46.15%
  • Slew HR: -7.471%
  • Max-slew violation count: 2
  • Slew @ Worst Pin: 1.595 ns

Final layout
  • Largest registers: mem x16384
  • Commonest Layout Cell: edfxtp_1
  • Post-layout instance area: 0.7210 mm²
  • Share of cells above drive strength 1: 32.39%
  • Area Growth Syn to Fin: 15.18%
  • Fin cells: 51,160
  • Top Layout Cells: edfxtp_1 (16,380), mux4_2 (4,587), clkbuf_16 (1,703)
  • Largest register FFs: 16,380
  • Top reg by flops: mem

Place
  • Pre-CTS WS: 77.58 ns
  • Placed Area: 0.6671 mm²
  • Final HPWL DP: 1173 mm
  • Placer Congestion: 0.9704
  • Buffers on Ports: 469
  • Placed cell count: 47,420

GRT
  • GRT overflow: 0
  • First-pass GRT wire length: 2619 mm
  • Vias in the first global route: 328,000
  • Overall Global Routing Usage: 27.08%
  • Largest net degree at the start of global routing: 111
  • Initial antenna violation count: 211
  • Met1 usage: 25.26%
  • Grt peak-use layer: met2
  • GR Util met3: 28.10%
  • Grt met2 use: 36.33%

CTS
  • Num CTS Buffers: 1,684
  • Clock transition at path regs: 0.06 ns
  • Resize count post-CTS: 0
  • Hold-fix buffers, CTS: 0
  • Htree depth: 7
  • TritonCTS clock tree: built
  • Sink Count: 16,380
  • Postcts setup bufs: 0
  • Root Buffer: clkbuf_16
  • Clk buf depth: 6

Run
  • Tool warnings: 85
  • Max Cap Viol: 1

Run status
  • Status: complete, but fails checks
  • Failing checks: max-capacitance violations, max-slew violations

Worst hold path
  • Hold Path Class: input port to register
[layout make-up]
type | instances | area, µm²
multi-input cells | 8121 | 131000
clock buffers | 2043 | 43890
diodes | 764 | 1912
inverters | 6 | 37.54
clock inverters | 934 | 8090
fillers | 124500 | 839900
repair buffers | 2163 | 18150
well taps | 20750 | 25960
flip-flops and latches | 16380 | 492000
[through the flow]
| step | power [mW] | hold slack, ns | utilization (%) |
|---|---|---|---|
| finish | 9.935 | 27.83 | 46.19 |
| global route | 10.19 | 27.82 | 46.15 |
| CTS | 9.977 | 27.76 | 46.07 |
| detailed placement | 5.856 | 29.16 | 42.74 |
| global placement | 5.850 | 29.16 | 42.74 |
| floorplan | 5.594 | 28.88 | - |
[power by group]
| group | internal, mW | total (mW) | switching (mW) |
|---|---|---|---|
| clock network | 2.40 | 4.17 | 1.77 |
| registers | 5.25 | 5.25 | 0.000655 |
| logic | 0.169 | 0.510 | 0.341 |
[synthesized netlist by cell type (8+ instances only)]
cell type	n	area, µm²
a2111oi_0	50	437.9
a211oi_1	133	998.5
a21oi_1	153	765.7
a221o_1	8	80.08
a221oi_1	75	656.9
a22o_1	144	1261
a22oi_1	69	518.0
a31oi_1	38	237.7
a32o_1	18	180.2
a32oi_1	35	306.5
and2_1	11	68.82
and4_1	18	157.7
buf_1	120	450.4
buf_2	502	2512
buf_4	183	1374
buf_6	123	1385
clkbuf_1	553	2076
edfxtp_1	16380	492000
mux2_2	372	4189
mux2i_1	228	2282
mux4_2	4587	103300
nand2_1	475	1783
nand3_1	61	305.3
nand4_1	39	244.0
nor2_1	756	2838
nor2b_1	133	832.1
nor3_1	54	270.3
nor4_1	80	500.5
o211ai_1	32	240.2
o21ai_0	135	675.7
o22ai_1	257	1608
o32ai_1	71	621.9
or3_1	10	62.56
or4_1	8	60.06
[worst max-delay path, cell delays in order]
cell	delay, ns
buf_16	0.30
buf_4	0.58
buf_4	0.63
buf_4	0.63
buf_4	0.69
buf_12	0.49
buf_12	0.46
buf_4	0.63
mux4_2	0.33
mux4_2	0.34
o22ai_1	0.13
nor3_1	0.18
buf_4	0.24
nand4_1	0.61
nor4_2	1.16
buf_4	0.36
clkdlybuf4s50_1	0.49
[routing by layer]
metal  wire (µm)  vias up
li1            -   118200
met1      489600   149800
met2      844300    24240
met3      455100     3706
met4      114300      246
met5       15420        -
[logic make-up (layout without fill, tap and decap cells)]
family / count (synthesis) / after routing / synth area share, %
buf+inv: 1494 / 5146 / 1.269
other cells: 0 / 764 / 0
simple gates: 1685 / 1685 / 1.187
compound gates: 1249 / 1249 / 1.414
mux: 5187 / 5187 / 17.54
flops: 16380 / 16380 / 78.59
[how the worst min path moves through the flow]
stage            from      endpoint  slack (ns)  cells after the start
6_report  dataW_i[18]  mem[190][18]       27.83                      1
5_1_grt    dataW_i[9]   mem[164][9]       27.82                      1
4_1_cts   dataW_i[12]  mem[466][12]       27.76                      1
No activity file was given, so power comes from the tool's default toggle rates.
